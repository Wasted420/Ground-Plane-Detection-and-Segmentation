<file path="config.mk">
export PLATFORM = sky130hd
export DESIGN_NAME = lidar_ground_segmentation_top
export DESIGN_NICKNAME = lidar_ground_segmentation_top
export VERILOG_FILES = /design/flow/design.v
export SDC_FILE = /design/flow/constraint.sdc
export NUM_CORES = 4
export LEC_CHECK = 1
export CORE_UTILIZATION = 30
</file>
<file path="constraint.sdc">
current_design lidar_ground_segmentation_top

set clk_period 7.1
set clk_io_pct 0.2

create_clock -name clk0 -period $clk_period [get_ports {clk}]

set non_clock_inputs [all_inputs -no_clocks]
set_input_delay [expr $clk_period * $clk_io_pct] -clock clk0 $non_clock_inputs
set_output_delay [expr $clk_period * $clk_io_pct] -clock clk0 [all_outputs]
</file>
<file path="design.v">
module window_buffer #(parameter DATA_WIDTH = 16)(
    input wire clk,
    input wire rst_n,
    input wire valid_in,
    input wire [DATA_WIDTH-1:0] data_in,
    output reg [DATA_WIDTH-1:0] p0, p1, p2, p3, p4,
    output reg valid_out
);
    reg [2:0] counter;
    always @(posedge clk or negedge rst_n) begin
        if (!rst_n) begin
            p0 <= 0; p1 <= 0; p2 <= 0; p3 <= 0; p4 <= 0;
            valid_out <= 0; counter <= 0;
        end else if (valid_in) begin
            p4 <= p3; p3 <= p2; p2 <= p1; p1 <= p0; p0 <= data_in;
            if (counter < 5) counter <= counter + 1;
            else valid_out <= 1;
        end
    end
endmodule
module savitzky_golay_filter #(parameter DATA_WIDTH = 16)(
    input wire clk, rst_n, valid_in,
    input wire signed [DATA_WIDTH-1:0] p0, p1, p2, p3, p4,
    output reg signed [DATA_WIDTH-1:0] filtered_val,
    output reg valid_out
);
    reg signed [DATA_WIDTH+5:0] sum;
    always @(posedge clk or negedge rst_n) begin
        if (!rst_n) begin
            sum <= 0; filtered_val <= 0; valid_out <= 0;
        end else if (valid_in) begin
            sum <= (17 * p2) + (12 * p3) + (12 * p1) - (3 * p4) - (3 * p0);
            filtered_val <= sum >>> 5; 
            valid_out <= 1;
        end else valid_out <= 0;
    end
endmodule
module segmentation_logic #(parameter DATA_WIDTH = 16, parameter SLOPE_THRESHOLD = 8)(
    input wire clk, rst_n, valid_in,
    input wire signed [DATA_WIDTH-1:0] current_z,
    input wire [DATA_WIDTH-1:0] current_r,
    output reg is_ground,
    output reg valid_out
);
    reg signed [DATA_WIDTH-1:0] prev_z;
    reg [DATA_WIDTH-1:0] prev_r;
    reg [DATA_WIDTH-1:0] delta_z, delta_r;
    always @(posedge clk or negedge rst_n) begin
        if (!rst_n) begin
            prev_z <= 0; prev_r <= 0; is_ground <= 0; valid_out <= 0;
        end else if (valid_in) begin
            prev_z <= current_z;
            prev_r <= current_r;
            delta_z = (current_z > prev_z) ? (current_z - prev_z) : (prev_z - current_z);
            delta_r = (current_r > prev_r) ? (current_r - prev_r) : (prev_r - current_r);
            if (delta_z < (delta_r * SLOPE_THRESHOLD)) 
                is_ground <= 1'b1; 
            else 
                is_ground <= 1'b0;
            valid_out <= 1'b1;
        end else valid_out <= 0;
    end
endmodule
module lidar_ground_segmentation_top #(parameter DATA_WIDTH = 16)(
    input wire clk,
    input wire rst_n,
    input wire data_valid_in,
    input wire [DATA_WIDTH-1:0] raw_z_in,
    input wire [DATA_WIDTH-1:0] raw_r_in,
    output wire segmentation_result,
    output wire result_valid
);
    wire [DATA_WIDTH-1:0] w_p0, w_p1, w_p2, w_p3, w_p4;
    wire buffer_valid, filter_valid;
    wire [DATA_WIDTH-1:0] filtered_z;
    window_buffer #(.DATA_WIDTH(DATA_WIDTH)) u_buffer (
        .clk(clk), .rst_n(rst_n), .valid_in(data_valid_in), .data_in(raw_z_in),
        .p0(w_p0), .p1(w_p1), .p2(w_p2), .p3(w_p3), .p4(w_p4),
        .valid_out(buffer_valid)
    );
    savitzky_golay_filter #(.DATA_WIDTH(DATA_WIDTH)) u_filter (
        .clk(clk), .rst_n(rst_n), .valid_in(buffer_valid),
        .p0(w_p0), .p1(w_p1), .p2(w_p2), .p3(w_p3), .p4(w_p4),
        .filtered_val(filtered_z),
        .valid_out(filter_valid)
    );
    segmentation_logic #(.DATA_WIDTH(DATA_WIDTH)) u_seg (
        .clk(clk), .rst_n(rst_n), .valid_in(filter_valid),
        .current_z(filtered_z), .current_r(raw_r_in), 
        .is_ground(segmentation_result), .valid_out(result_valid)
    );
endmodule
</file>
<file path="run.sh">
#!/bin/bash
# OpenROAD 26Q1-2900-gdf79404cd8, Yosys 0.63+post, stock flow scripts
make -C /OpenROAD-flow-scripts/flow DESIGN_CONFIG=/design/flow/config.mk WORK_HOME=/design/flow/orfs finish
</file>
==> run_results.csv <==
group,metric,value,unit
floorplanning,fp_util,30.7,%
final_timing,setup_violation_total_in_the_final_timing_report,0,
hold_path,holdPathStages,2,
global_routing,wire_length_of_the_first_global_routing_pass,50500,um
job,tool_warnings,57,
yosys,syn_inst,1601,
route,routed_via_count,10400,
cts,ctsRootBufferMaster,"clkbuf_16",
hold_path,hold-path-endpoint,"u_filter.filtered_val[5]",
critical_path,type_of_element_capturing_the_critical_path,"flip-flop",
cts,htree_num_levels,4,
final_timing,timing.final.max_slew_violations,0,
floorplanning,die-height,226,um
route,post-route-drc-count,0,
critical_path,critical_path_peak_fanout,4,
final_timing,max_slew_margin,44.4,%
global_routing,groute.usage.overall,12.4,%
cts,ctsLongestPathBuffers,2,
run_status,run_status,"completed",
cells_and_area,layout_top_cell_excl_fill_tap,"inv_1",
yosys,yosys_cells,1601,
global_routing,gr-usage-met2,19.3,%
final_timing,fin_setup_tns,0,ns
route,postRouteAntennaNets,0,
yosys,synthArstFlopShare,100,%
yosys,synth-area-yosys,15100,um^2
cells_and_area,fin_cells,2305,
final_timing,finalCritPeriodShare,95.2,%
global_routing,grt.overflow.total,0,
global_routing,antenna_found_initial,0,
global_routing,pin_count_of_the_biggest_net_entering_global_routing,68,
global_routing,gr_met1_demand_resource,19.1,%
yosys,yosysWarningCount,3,
final_timing,count_of_final_hold_check_violations,0,
cts,clkLatencyLatePin,0.45,ns
cts,cts_tree,"done",
cts,cts-buffers-inserted,17,
hold_path,path_category_of_the_worst_min_delay_check,"flip-flop to flip-flop",
route,number_of_vias_per_cell_after_detailed_routing,4.51,
yosys,synth-seq-area-share,25.0,%
critical_path,critical_path.max_stage_delay,0.53,ns
floorplanning,design.core.area,49300,um^2
yosys,synth_top_flop_cell,"dfrtp_1",
place,placed_cells_incl_taps,2271,
route,num_antenna_cells,0,
floorplanning,dieArea,51300,um^2
route,total_iterations_of_the_first_detailed_routing_run,4,
job,timing.max_cap.violations,0,
place,detailedPlace.worstSlack,0.127,ns
critical_path,critPathTopFamily,"adder cells",
floorplanning,die_width,226,um
critical_path,reg2reg_depth,28,
critical_path,timing.critical_path.slowest_stage_cell,"fa_1",
route,drt_iter0_drc,510,
cells_and_area,drive_gt1_share,9.32,%
route,route.detailed.wl_per_inst,12.5,um
place,routabilityCongestion,0.883,
yosys,netlist_area,15100,um^2
global_routing,grtUsageMet3,2.09,%
cts,clock_sinks,151,
cells_and_area,layout-area-overhead-vs-synth,12.0,%
final_timing,peak_freq,148,MHz
yosys,edf_count,0,
final_timing,setup_clock_skew_after_layout,0.0118,ns
hold_path,hp-start,"u_filter.sum[10]",
critical_path,worstPathArrival,7.08,ns
critical_path,cp-start-kind,"flip-flop",
global_routing,first_global_vias,10600,
final_timing,fin_crit,6.76,ns
critical_path,crit-reg2reg-capture,"u_filter.sum[20]",
cts,cts.clk_slew.worst_paths,0.06,ns
place,post-dp-hpwl,22700,um
critical_path,crit_top_cell,"inv_1",
critical_path,timing.critical_path.buf_inv,7,
critical_path,critical_path_class,"flip-flop to flip-flop",
final_timing,tightestPinTransition,0.831,ns
yosys,postSynthRegisterBits,151,
critical_path,timing.critical_path.required,7.42,ns
floorplanning,top_level_ports,37,
critical_path,reg2reg_from,"u_buffer.p1[1]",
global_routing,gr-max-usage-layer,"met2",
place,portBuffers,36,
cells_and_area,layout_top_cells,"314 x inv_1, 250 x ha_1, 150 x dfrtp_1, 106 x o21ai_0, 105 x nand2_1",
route,routed_wirelength,28800,um
critical_path,regToRegSetupSlack,0.34,ns
yosys,avgSynthCellArea,9.44,um^2
yosys,synth.lib_cells_used.distinct,68,
floorplanning,placementRows,81,
final_timing,final_critical_path_setup_slack,0.341,ns
how the worst max path moves through the flow:
stage,to,cells past startpoint,startpoint
5_1_grt,u_filter.sum[20],29,u_buffer.p1[1]
6_report,u_filter.sum[20],28,u_buffer.p1[1]
4_1_cts,u_filter.sum[20],30,u_buffer.p4[1]
registers in the layout, indices dropped and copies added, names as in the netlist:
register               flops
u_buffer.p0               16
u_seg.prev_r              16
u_filter.sum              16
u_buffer.valid_out         1
u_buffer.p2               16
u_buffer.p3               16
u_seg.valid_out            1
u_seg.prev_z              16
u_seg.is_ground            1
u_filter.valid_out         1
u_buffer.counter           3
u_filter.filtered_val     16
u_buffer.p4               16
u_buffer.p1               16
synth_stat cells (all sizes together), types with 5 or more instances:
| cell | n | share of area (%) |
|---|---|---|
| nand2 | 105 | 2.6 |
| a21o | 35 | 1.7 |
| a211oi | 13 | 0.68 |
| a31oi | 5 | 0.21 |
| o21ai | 110 | 3.7 |
| or2 | 5 | 0.21 |
| mux2i | 16 | 1.1 |
| ha | 251 | 21 |
| and2 | 5 | 0.21 |
| xor2 | 33 | 1.9 |
| a21oi | 89 | 2.9 |
| nand3 | 18 | 0.60 |
| nand2b | 11 | 0.46 |
| inv | 314 | 7.8 |
| xnor2 | 58 | 3.4 |
| clkbuf | 18 | 0.45 |
| nor2b | 15 | 0.62 |
| fa | 91 | 12 |
| o21bai | 10 | 0.50 |
| and3 | 8 | 0.33 |
| nor2 | 49 | 1.2 |
| nor3 | 13 | 0.43 |
| buf | 19 | 0.63 |
| o21a | 18 | 0.89 |
| dfrtp | 151 | 25 |
| o211ai | 10 | 0.50 |
| mux2 | 83 | 6.2 |
worst reg2reg max path, delay by kind of cell (launching register included):
family / cells / cell delay, ns
fa+ha+maj: 9 / 3.35
compound gates: 5 / 1.13
buf+inv: 7 / 0.56
simple gates: 3 / 0.53
xor+xnor: 3 / 0.42
flops: 1 / 0.40
mux: 1 / 0.25
layout make-up:
cell class	count	area, um^2
Sequential cell	151	3780
Fill cell	4958	32300
Clock inverter	14	196
Tap cell	664	831
Clock buffer	18	439
Inverter	314	1180
Timing Repair Buffer	45	427
Multi-Input combinational cell	1099	10100
metrics by stage:
step                util, %  area [um^2]  hold slack [ns]
detailed placement     32.9        16200            0.468
floorplan                 -        15100            0.385
finish                 34.4        16900            0.478
global placement       32.9        16200            0.461
CTS                    34.2        16800            0.482
global route           34.4        16900            0.520
metal layers:
| layer | vias to the layer above | part of all wire, % |
|---|---|---|
| met5 | - | 0 |
| met4 | 0 | 1.1 |
| met3 | 17 | 3.7 |
| met2 | 103 | 44 |
| met1 | 4892 | 51 |
| li1 | 5374 | - |
what timing repair did:
item | CTS | global route
buffers inserted | 0 | 2
endpoints found under the setup margin | 0 | 4
hold buffers | 0 | 0
gates resized | 0 | 17
cells by family after synthesis:
logic type	count (synthesis)	synth area share (%)
buffers and inverters	351	8.88
adder cells (fa/ha/maj)	342	32.9
AND-OR/OR-AND	324	13.3
AND/OR/NAND/NOR	243	7.45
flip-flops	151	25.0
multiplexers	99	7.25
XOR/XNOR	91	5.28
